==> /design/flow/design.v <==
module MCPU_Registerfile(op1, op2, op3, RegOp1, alu1, alu2, datatoload, regsetwb, regsetcmd);
parameter WORD_SIZE=8;
parameter OPERAND_SIZE=4;
parameter REGS_NUMBER_WIDTH=4;  
parameter REGISTERS_NUMBER=1<<REGS_NUMBER_WIDTH;
input [OPERAND_SIZE-1:0] op1,op2,op3;
input [WORD_SIZE-1:0] datatoload;
input [1:0] regsetcmd;
input regsetwb;
parameter  [1:0]  NORMAL_EX  = 0;  
parameter  [1:0]  MOV_INTERNAL   = 1;  
parameter  [1:0]  LOAD_FROM_DATA   = 2;  
parameter  [1:0]  DO_NOTHING   = 3;  
output [WORD_SIZE-1:0] RegOp1;
output [WORD_SIZE-1:0] alu1;  
output [WORD_SIZE-1:0] alu2;  
reg [WORD_SIZE-1:0] R[REGISTERS_NUMBER-1:0];
assign RegOp1=R[op1[REGS_NUMBER_WIDTH-1:0]];
assign alu1=R[op2[REGS_NUMBER_WIDTH-1:0]];
assign alu2=R[op3[REGS_NUMBER_WIDTH-1:0]];
always @(posedge regsetwb)
begin
  #1    
  case(regsetcmd)
  NORMAL_EX,LOAD_FROM_DATA:
  begin
    R[op1[REGS_NUMBER_WIDTH-1:0]]<=datatoload;
  end
  MOV_INTERNAL:
  begin
    R[op1[REGS_NUMBER_WIDTH-1:0]]<=R[op2[REGS_NUMBER_WIDTH-1:0]];
  end
  default:
  begin
  end
  endcase
end
endmodule
==> /design/flow/run.sh <==
#!/bin/bash
# OpenROAD 26Q1-2900-gdf79404cd8, Yosys 0.63+post, stock flow scripts
make -C /OpenROAD-flow-scripts/flow DESIGN_CONFIG=/design/flow/config.mk WORK_HOME=/design/flow/orfs finish
==> /design/flow/config.mk <==
export PLATFORM = sky130hd
export DESIGN_NAME = MCPU_Registerfile
export DESIGN_NICKNAME = MCPU_Registerfile
export VERILOG_FILES = /design/flow/design.v
export SDC_FILE = /design/flow/constraint.sdc
export NUM_CORES = 4
export LEC_CHECK = 1
export CORE_UTILIZATION = 30
==> /design/flow/constraint.sdc <==
current_design MCPU_Registerfile

set clk_period 5.7
set clk_io_pct 0.2

create_clock -name clk0 -period $clk_period [get_ports {regsetwb}]

set non_clock_inputs [all_inputs -no_clocks]
set_input_delay [expr $clk_period * $clk_io_pct] -clock clk0 $non_clock_inputs
set_output_delay [expr $clk_period * $clk_io_pct] -clock clk0 [all_outputs]
==> results.txt <==
impl run done, here's what came out: outcome=completed, Diodes inserted=0, Final Skew=6.29 ps, final hold vios=0, Dominant combinational family=multiplexers, most frequent cells after synthesis=edfxtp_1 (128), mux4_2 (95), nor2_1 (20), Antenna Nets Post-Route=0, clk sinks=128, cell mode on critical path=clkdlybuf4s50_1, Final Wtd Congestion=0.834, Core Region=23500 sq um, crit end category=output pin, final setup vio count=0, CTS tree=yes, area fraction in xor and xnor cells=0%, total CTS buffers=17, Most Used Layer, Global Route=met2, hpwl dp=12700 um, CTS Buffer Depth=2, Async SR Flop Fraction=0%, startpoint types=primary input, Max Freq=0.217 GHz, Worst EP required=4560 ps, vias in the first global route=4618, HP Start=R[7][2], Crit Path Category=in2out, simple share=3.81%, EDFF count, synth=128, Routed wire per std cell=25.0 um, hold crit path type=reg2reg, die height=157 um, sw power=506 uW, number of DRC markers in iteration 0=287, total track usage=17.4%, sequential area share after synthesis=53.5%, delay-heaviest family, CP=buffers and inverters, switching share of power=22.2%, Yosys Instances=356, Clk pwr share=39.4%, hold path cells=4, Worst Path Arrival=3460 ps, Worst Max-Slew Pin Slew=820 ps, max-slew violations=0, combinational group share of total power=13.2%, Syn Inst Count=356, largest net degree at the start of global routing=33, Log Warnings=25, RSZ-0062 raised after global routing=false, FP Util=30.6%, Unique cell types=25, Min Hold Slack=1230 ps, total setup buffers inserted after CTS=0, Mapped Avg Cell Area=20.2 sq um, DRC viols=0, vias per inst=5.45, max FFs per register=128, Warnings, synthesis=1, Netlist Area Pre-Place=7190 sq um, Flop pwr share=47.4%, Finished Cell Area=8580 sq um, WHS Endpoint=R[1][2], Yosys top cell by instances=edfxtp_1, Port Buffers=46, DRT Pass-1 Iters=4, GRT overflow=0, Site Rows=56, CP Cell Sequence=clkdlybuf4s50_1 -> buf_4 -> mux4_2 -> nor2b_1 -> a211oi_1 -> nor2_1 -> clkdlybuf4s50_1, post-cts resize count=0, Primary FF master, synth=edfxtp_1, Buf/Inv on CP=3, Worst R2R Setup Slack=3690 ps, Latency at later pin=410 ps, met1 GRT Util=20.4%, worst vdd ir=0.000188 V, AO/OA Area Share=1.88%, reg2reg end=R[4][6], mux frac, synth=37.1%, slew margin rel.=45.1%, area reported by Yosys stat=7190 sq um, max incr delay on CP=660 ps, P_int=1.77 mW, FF-to-FF path depth=5, first-pass GRT wire length=28200 um, via count=4131, setup TNS=0 ps, Largest cells by area=edfxtp_1 (53%), mux4_2 (30%), mux4_1 (5.8%), crit path max-delay cell type=clkdlybuf4s50_1, critical path launch point=op2[2], Tcrit/Tclk final=80.8%, die area=24600 sq um, Comb gate area=3070 sq um, die width=157 um, M2 GR Usage=27.4%, leakage=2.77 nW, Top-area cell share=53.5%, Post-DP Area=8100 sq um, Worst Path Max Fanout=16, max-cap viol count=0, Adder Share, Synth=0%, synthesis-to-finish area growth=19.4%, pwr dens=265 nW/um^2, initial antenna violation count=0, clk slew on worst S/H paths=50 ps, Yosys reg bits=128, cell taking the most area after synthesis=edfxtp_1, Post-CTS Hold Fix Bufs=0, worst reg2reg path startpoint=R[6][6], Seq. cell area=3840 sq um, Tmin final=4600 ps, GR Util met3=11.5%, H-tree depth=4, Fill cells=2109, layout cells sized above 1=38.3%, IO Count=47, Root Driver=clkbuf_16, drt total wl=19000 um
worst min-delay path, cell delays in order (launching register included):
cell	delay, ps
edfxtp_1	360
mux4_2	240
a211oi_1	80
o31ai_1	220
buf_4	190
through the flow:
stage | setup slack [ps] | util, % | instances | power (mW)
6_report | 1100 | 36.6 | 758 | 2.28
5_1_grt | 961 | 36.6 | 758 | 2.35
4_1_cts | 1050 | 36.6 | 758 | 2.29
3_5_place_dp | 1090 | 34.5 | 729 | 1.40
3_3_place_gp | 1090 | 34.5 | 729 | 1.40
2_1_floorplan | 2150 | - | 356 | 1.28
layer usage:
metal	part of all wire, %	vias to the layer above
li1	-	1734
met1	34	2126
met2	49	248
met3	14	23
met4	2.0	0
met5	0	-
final cells by class:
class                      count  area share (%)
multi-input combinational    194            35.8
clock inverter                 9           0.554
timing repair buffer          88            9.10
clock buffer                  20            5.09
sequential                   128            44.8
tap                          319            4.65
logic make-up after synthesis:
logic type / count (synthesis)
flops: 128
buf+inv: 34
simple gates: 57
mux: 120
compound gates: 17
power by group through the flow:
stage         registers, mW  clock network (mW)  logic, mW
finish                 1.08               0.897      0.301
CTS                    1.08               0.909      0.307
global route           1.08               0.949      0.326
worst max-delay path by stage:
stage | endpoint | slack, ps | cells after the start
CTS | alu1[0] | 1050 | 7
global route | RegOp1[2] | 960 | 5
finish | alu1[0] | 1100 | 7
cell usage in the layout (no fill, tap or decap), types with 3 or more instances in the layout:
| cell type | n |
|---|---|
| nor2b_1 | 8 |
| buf_2 | 4 |
| mux4_2 | 95 |
| clkbuf_16 | 17 |
| clkdlybuf4s50_1 | 42 |
| clkbuf_1 | 3 |
| nor2_1 | 20 |
| mux4_1 | 16 |
| clkinv_2 | 5 |
| a211oi_1 | 6 |
| o31ai_1 | 8 |
| edfxtp_1 | 128 |
| nor3_1 | 4 |
| and2_1 | 8 |
| nand2b_1 | 4 |
| mux2i_1 | 8 |
| buf_4 | 40 |
| nand2_1 | 11 |
Power is estimated from default activity; no workload was simulated.
