===== flow/design.v =====
module MCPU_RAMController(we, datawr, re, addr, datard, instraddr, instrrd);
parameter WORD_SIZE=16;
parameter ADDR_WIDTH=8;
parameter RAM_SIZE=1<<ADDR_WIDTH;
input we, re;
input [WORD_SIZE-1:0] datawr;
input [ADDR_WIDTH-1:0] addr;
input [ADDR_WIDTH-1:0] instraddr;
output [WORD_SIZE-1:0] datard;
output [WORD_SIZE-1:0] instrrd;
reg [WORD_SIZE-1:0] mem[RAM_SIZE-1:0];
reg [WORD_SIZE-1:0] datard;
reg [WORD_SIZE-1:0] instrrd;
always @ (addr or we or re or datawr)
begin
  if(we)begin
    mem[addr]=datawr;
  end
  if(re) begin
    datard=mem[addr];
  end
end
always @ (instraddr)
begin
    instrrd=mem[instraddr];
end
endmodule

===== flow/run.sh =====
#!/bin/bash
# OpenROAD 26Q1-2900-gdf79404cd8, Yosys 0.63+post, stock flow scripts
make -C /OpenROAD-flow-scripts/flow DESIGN_CONFIG=/design/flow/config.mk WORK_HOME=/design/flow/orfs finish

===== flow/config.mk =====
export PLATFORM = sky130hd
export DESIGN_NAME = MCPU_RAMController
export DESIGN_NICKNAME = MCPU_RAMController
export VERILOG_FILES = /design/flow/design.v
export SDC_FILE = /design/flow/constraint.sdc
export NUM_CORES = 4
export LEC_CHECK = 1
export CORE_UTILIZATION = 40

===== flow/constraint.sdc =====
current_design MCPU_RAMController

set clk_period 5.5
set clk_io_pct 0.2

create_clock -name clk0 -period $clk_period

set non_clock_inputs [all_inputs -no_clocks]
set_input_delay [expr $clk_period * $clk_io_pct] -clock clk0 $non_clock_inputs
set_output_delay [expr $clk_period * $clk_io_pct] -clock clk0 [all_outputs]

==> summary.txt <==
yosys + openroad results -> Avg Cell Area, Syn=10.1 um^2, Synth Warn #=2, setup slack at placement=-1.65 ns, Rows=between 150 and 200, buffers added on ports=66, Last stage=5_1_grt, count of library flops with an enable pin=0, Cell Type Count=between 80 and 90, GPL Wtd Cong=1.45, status=aborted with a tool error, placed cell area=between 100,000 and 150,000 um^2, Die Height=just under 500 um, Post-DP HPWL=between 600,000 and 700,000 um, Pre-Place Util=40.4%, stop err=[ERROR GRT-0116] Global routing finished with congestion. Check the congestion regions in the DRC Viewer., Die X=487 um, yosys cell count=9,308, number of global-route vias before repair=between 100k and 150k, Yosys reg bits=4,112, Post-synth ARST share=0%, first-pass GRT wire length=between 1,000,000 and 1,500,000 um, Yosys Chip Area=approximately 94,000 um^2, cell area after synthesis=94,100 um^2, endpoints left unconstrained=4,128, Syn Inst Count=between 9,000 and 10,000, GR Util All Layers=about nine tenths, Main synth FF type=dlxtn_1, IO Count=~66, register pins left without a clock=4,112, remaining global-route overflow=about 1,600, largest net degree at the start of global routing=between 100 and 150
[cell usage after synthesis (12+ instances only)]
cell | count | share of area, %
a2111oi_0 | 91 | 0.85
a21oi_1 | 119 | 0.63
a221oi_1 | 34 | 0.32
a222oi_1 | 114 | 1.2
a22o_1 | 113 | 1.1
a22oi_1 | 1178 | 9.4
a31oi_1 | 26 | 0.17
a32oi_1 | 115 | 1.1
and3_1 | 267 | 1.8
and4_1 | 25 | 0.23
buf_1 | 78 | 0.31
buf_2 | 195 | 1.0
buf_6 | 14 | 0.17
clkbuf_1 | 334 | 1.3
dlxtn_1 | 4096 | 65
dlxtp_1 | 16 | 0.26
nand2_1 | 215 | 0.86
nand2b_1 | 16 | 0.11
nand3_1 | 668 | 3.6
nand4_1 | 267 | 1.8
nand4b_1 | 12 | 0.11
nor2_1 | 367 | 1.5
nor2b_1 | 12 | 0.080
nor3_1 | 70 | 0.37
nor4_1 | 134 | 0.89
nor4bb_1 | 14 | 0.15
o2111ai_1 | 36 | 0.34
o211ai_1 | 83 | 0.66
o21ai_0 | 145 | 0.77
o221ai_1 | 14 | 0.13
o22a_1 | 30 | 0.28
o22ai_1 | 158 | 1.1
or4_1 | 50 | 0.40
[repair_timing]
action                                  4_1_cts
cloned                                        9
endpoints found under the setup margin       16
hold buffers                                  0
gates resized                               660
buffers inserted                            126
pin swaps                                   125
[through the flow]
step                total power (W)  instances
global placement            0.00890      14200
detailed placement          0.00885      14200
floorplan                   0.00429       9308
CTS                         0.00917      14300
[per-layer routing]
metal,overflow,GRT usage (%)
met2,539,94.8
met3,266,87.4
met1,209,89.7
met5,40,78.0
met4,497,87.5
[logic make-up after synthesis]
family                 Yosys count  share of synthesized area, %
AND-OR/OR-AND                 2339                          18.7
XOR/XNOR                         7                        0.0651
buffers and inverters          640                          2.97
latches                       4112                          65.6
multiplexers                     7                        0.0771
AND/OR/NAND/NOR               2203                          12.6
Power figures rest on the tool's default switching activity, not on a simulated workload.
